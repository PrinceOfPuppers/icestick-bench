--- flow/run.sh ---
#!/bin/bash
# OpenROAD 26Q1-2900-gdf79404cd8, Yosys 0.63+post, stock flow scripts
make -C /OpenROAD-flow-scripts/flow DESIGN_CONFIG=/design/flow/config.mk WORK_HOME=/design/flow/orfs finish
--- flow/config.mk ---
export PLATFORM = sky130hd
export DESIGN_NAME = animation_tmod
export DESIGN_NICKNAME = animation_tmod
export VERILOG_FILES = /design/flow/design.v
export SDC_FILE = /design/flow/constraint.sdc
export NUM_CORES = 4
export LEC_CHECK = 1
export CORE_AREA = 10 10 101 101
export DIE_AREA = 0 0 111 111
--- flow/constraint.sdc ---
current_design animation_tmod

set clk_period 2.8
set clk_io_pct 0.2

create_clock -name clk0 -period $clk_period [get_ports {CLK}]

set non_clock_inputs [all_inputs -no_clocks]
set_input_delay [expr $clk_period * $clk_io_pct] -clock clk0 $non_clock_inputs
set_output_delay [expr $clk_period * $clk_io_pct] -clock clk0 [all_outputs]
--- flow/design.v ---
module button(
    input clk, sclk, i, 
    output o
);
    reg [2:0] counter;
    wire db;
    always @(posedge sclk) begin
        if (i) begin
            counter <= counter == '1 ? counter : counter + 1;
        end
        else begin
            counter <= 0;
        end
    end
    assign db = counter == '1; 
    reg r1,r2;
    always @(posedge clk) begin
        r1 <= db;
        r2 <= r1;
    end
    assign o = r2;
endmodule
module buttonPulse(
    input clk, sclk, i, 
    output o
);
    reg [2:0] counter;
    wire db;
    always @(posedge sclk) begin
        if (i) begin
            counter <= counter == '1 ? counter : counter + 1;
        end
        else begin
            counter <= 0;
        end
    end
    assign db = counter == '1; 
    reg r1,r2,r3;
    always @(posedge clk) begin
        r1 <= db;
        r2 <= r1;
        r3 <= r2;
    end
    assign o = ~r3 & r2;
endmodule
module clockDiv #(parameter PWR_2 = 17)(
    input clk,
    output [PWR_2-1:0]sclks
);
    reg [PWR_2-1:0] r;
    assign sclks = r;
    always @(posedge clk) begin
        r <= r + 1;
    end
endmodule
module animation_tmod (
    input CLK,
    input TR10, TR9, TR8, TR7,
    output D0, D1, D2, D3, D4,
    output BR10, BR9, BR8, BR7, BR6, BR5, BR4, BR3, TR5, TR4
);
    wire [19:0] sclks;
    clockDiv #(.PWR_2(20)) c_mod(.clk(CLK), .sclks(sclks));
    wire aniClk = sclks[19];
    wire buttonClk = sclks[16];
    assign D0 = 0;
    assign D1 = 0;
    assign D2 = 0;
    assign D3 = 0;
    assign D4 = 0;
    reg [4:0] PC = 0;
    reg [9:0] MEM [0:39];
    initial begin
        MEM[0]  = 10'b0011111100;
        MEM[1]  = 10'b1001111001;
        MEM[2]  = 10'b0100110010;
        MEM[3]  = 10'b0010000100;
        MEM[4]  = 10'b0001001000;
        MEM[5]  = 10'b0000110000;
        MEM[6]  = 10'b0001001000;
        MEM[7]  = 10'b0010000100;
        MEM[8]  = 10'b0100110010;
        MEM[9]  = 10'b1001111001;
        MEM[10] = 10'b0011111100;
        MEM[11] = 10'b0111001110;
        MEM[12] = 10'b1110000111;
        MEM[13] = 10'b1100000011;
        MEM[14] = 10'b1000000001;
        MEM[15] = 10'b1100000011;
        MEM[16] = 10'b1110000111;
        MEM[17] = 10'b1110000111;
        MEM[18] = 10'b0111001110;
        MEM[19] = 10'b0001111000;
        MEM[20] = 10'b1010101010;
        MEM[21] = 10'b0101010101;
        MEM[22] = 10'b1010101010;
        MEM[23] = 10'b0101010101;
        MEM[24] = 10'b0010101010;
        MEM[25] = 10'b0001010101;
        MEM[26] = 10'b0000101010;
        MEM[27] = 10'b1000010101;
        MEM[28] = 10'b1100001010;
        MEM[29] = 10'b1110000101;
        MEM[30] = 10'b1111000010;
        MEM[31] = 10'b1111100001;
        MEM[32] = 10'b1111110000;
        MEM[33] = 10'b1111111000;
        MEM[34] = 10'b1111111110;
        MEM[35] = 10'b1111111111;
        MEM[36] = 10'b1111111111;
        MEM[37] = 10'b1111111110;
        MEM[38] = 10'b1011101110;
        MEM[39] = 10'b1010101110;
    end
    reg block = 0;
    wire [5:0] offset;
    assign offset = block*20;
    wire b0;
    button d0_mod(.clk(CLK), .sclk(buttonClk), .i(TR9), .o(b0));
    assign {BR10, BR9, BR8, BR7, BR6, BR5, BR4, BR3, TR5, TR4} = MEM[PC + offset];
    always @(posedge aniClk) begin
        PC <= (TR7 || PC==19) ? 0 : (PC+1);
    end
    always @(posedge b0) begin
        block <= block+1;
    end
endmodule
==> results_dict.tcl <==
# place-and-route summary
set metrics [dict create \
    maxSlewViolCount 0 \
    yosysWarnings 3 \
    cap_violations 0 \
    cts_htree_levels 1 \
    fill_cells 873 \
    worstMarginPinSlew_ps 706 \
    coreArea_um2 8130 \
    critical_path_class "flip-flop to flip-flop" \
    fin_skew_ps 1.82 \
    cts-root-buf "clkbuf_8" \
    placed_area_um2 2000 \
    syn_avg_cell_area_um2 8.83 \
    yosys_area_um2 1810 \
    port_buffers 12 \
    yosysCellCount 205 \
    antenna_found_initial 0 \
    drtIter0Drc 50 \
    syn_area_um2 1810 \
    rrSetupSlack_ps 1420 \
    vias_per_cell 4.20 \
    untimed_endpoints 20 \
    topCellsByArea "dfxtp_1, ha_1, xnor2_1" \
    edf_count 0 \
    grt.overflow.total 0 \
    cp.arrival_ps 1530 \
    tns_ps 0 \
    num_vias 1326 \
    post_cts.repair.setup_buffers 0 \
    postSynthSeqShare_pct 34.3 \
    hold_path_class "flip-flop to flip-flop" \
    cts_tree "yes" \
    final-hold-violation-count 0 \
    ant_nets 0 \
    grt_use_total_pct 4.84 \
    async_flop_share_pct 0 \
    clock.latency.late_pin_ps 250 \
    floorplan.core_util_pct 22.3 \
    hold_buffers 0 \
    synth.distinct_cells 41 \
    n_antenna_cell 0 \
    syn-instance-count 205 \
    rsz0062_at_grt "no" \
    die_area_um2 12300 \
    p_per_area_nw_per_um2 260 \
    dp_cells 312 \
    cts_inserted_buffers 3 \
    setup.worst_path.end_class "flip-flop" \
    grt_pass1_wl_mm 5.48 \
    drive_gt1_share_pct 5.69 \
    top_area_cell "dfxtp_1" \
    wirelength_mm 3.02 \
    ir_drop_v 0.000365 \
    setup_viol 0 \
    die_y_um 111 \
    warnings 34 \
    finalCriticalPeriod_ps 1380 \
    status "complete, no violations" \
    grt_pass1_vias 1208 \
    place_hpwl_mm 2.29 \
    ios 20 \
    drtPass1Iterations 4 \
    post_cts_resized 0 \
    ys.flops 31 \
    worstPathRequired_ps 2940 \
    area_growth_pct 13.3 \
    start_kind "flip-flop" \
    critical_path.max_fanout 6 \
    synthMostInstantiatedCell "dfxtp_1" \
    fmax_mhz 723 \
    finalPower_mw 0.534 \
    unclocked_pins 9 \
    design_area_um2 2050 \
    grt_max_degree 19 \
    relSlewSlack_pct 52.8 \
    ys.flop_type "dfxtp_1" \
    top_cell_area_share_pct 34.3 \
    rows 33 \
    place.gp.congestion 0.858 \
    power.leakage_nw 0.766 \
    cts.path.max_buffers 2 \
    die_x_um 111 \
    drcViolationCount 0 \
    final_cells 316 \
    fin_crit_sh_pct 49.4 \
    cts.clk_slew.worst_paths_ps 70 \
    yosys-top-cells-count "dfxtp_1, xnor2_1, nor2_1, ha_1, o21ai_0" \
    post_drt_wl_per_cell_um 9.56 \
]
-- layout by cell type, fill, tap and decap left out, types with 5 or more instances in the layout --
cell	n
o21ai_0	14
nor3_1	6
clkdlybuf4s50_1	12
dfxtp_1	31
mux2i_1	6
ha_1	14
inv_1	8
xnor2_1	16
a21oi_1	6
nand2_1	12
nor2_1	15
nand3_1	11
conb_1	5
xor2_1	7
-- routing by layer --
layer | up-vias | share of wire (%) | global-route usage [%]
met5 | - | 0 | 0
met4 | 0 | 0.17 | 0.0868
met3 | 2 | 5.4 | 1.15
met2 | 27 | 43 | 7.55
met1 | 583 | 51 | 7.01
li1 | 714 | - | -
-- sequential cells by signal, summed over array words and instances, names as in the netlist --
register,cells
d0_mod.r2,1
d0_mod.counter,3
PC,5
block,1
c_mod.r,20
d0_mod.r1,1
-- worst max-delay path, cell delays in order, from the launching register on --
cell	delay, ps
dfxtp_1	440
nand4_2	150
nor4_4	370
nand4_1	170
xnor2_1	150
-- cells by family after synthesis --
group / Yosys count / synth area share (%)
XOR/XNOR: 23 / 11.1
AND-OR/OR-AND: 37 / 12.7
buffers and inverters: 24 / 6.77
adder cells (fa/ha/maj): 14 / 9.68
AND/OR/NAND/NOR: 67 / 20.0
other: 1 / 0.207
flip-flops: 31 / 34.3
multiplexers: 8 / 5.18
-- worst paths after layout --
kind                            cells past startpoint     endpoint       start
worst min register to register                      0    d0_mod.r2   d0_mod.r1
worst max register to register                      4  c_mod.r[19]  c_mod.r[2]
worst max-delay path                                4  c_mod.r[19]  c_mod.r[2]
worst min-delay path                                0    d0_mod.r2   d0_mod.r1
-- stage by stage --
step / setup WS [ps] / utilization (%) / hold WS, ps
floorplan: 1540 / - / 310
CTS: 1370 / 25.2 / 333
global placement: 1420 / 24.5 / 314
detailed placement: 1410 / 24.5 / 315
finish: 1420 / 25.2 / 329
global route: 1240 / 25.2 / 343
-- power by group --
| part | internal, mW | switching [mW] |
|---|---|---|
| clock | 0.125 | 0.0906 |
| combinational | 0.00343 | 0.00207 |
| sequential | 0.313 | 0 |
| total | 0.441 | 0.0926 |
-- layout make-up --
type	count	area (µm²)	area share, %
Timing Repair Buffer	13	128	6.22
Clock buffer	4	55.1	2.68
Tap cell	105	131	6.41
Multi-Input combinational cell	154	1080	52.8
Inverter	9	33.8	1.65
Sequential cell	31	621	30.3
Power is estimated from default activity; no workload was simulated.
