$ cat /design/flow/run.sh
#!/bin/bash
# OpenROAD 26Q1-2900-gdf79404cd8, Yosys 0.63+post, stock flow scripts
make -C /OpenROAD-flow-scripts/flow DESIGN_CONFIG=/design/flow/config.mk WORK_HOME=/design/flow/orfs finish
$ cat /design/flow/config.mk
export PLATFORM = sky130hd
export DESIGN_NAME = lock_tmod
export DESIGN_NICKNAME = lock_tmod
export VERILOG_FILES = /design/flow/design.v
export SDC_FILE = /design/flow/constraint.sdc
export NUM_CORES = 4
export LEC_CHECK = 1
export CORE_UTILIZATION = 30
$ cat /design/flow/constraint.sdc
current_design lock_tmod

set clk_period 3.1
set clk_io_pct 0.2

create_clock -name clk0 -period $clk_period [get_ports {CLK}]

set non_clock_inputs [all_inputs -no_clocks]
set_input_delay [expr $clk_period * $clk_io_pct] -clock clk0 $non_clock_inputs
set_output_delay [expr $clk_period * $clk_io_pct] -clock clk0 [all_outputs]
$ cat /design/flow/design.v
module button(
    input clk, sclk, i, 
    output o
);
    reg [2:0] counter;
    wire db;
    always @(posedge sclk) begin
        if (i) begin
            counter <= counter == '1 ? counter : counter + 1;
        end
        else begin
            counter <= 0;
        end
    end
    assign db = counter == '1; 
    reg r1,r2;
    always @(posedge clk) begin
        r1 <= db;
        r2 <= r1;
    end
    assign o = r2;
endmodule
module buttonPulse(
    input clk, sclk, i, 
    output o
);
    reg [2:0] counter;
    wire db;
    always @(posedge sclk) begin
        if (i) begin
            counter <= counter == '1 ? counter : counter + 1;
        end
        else begin
            counter <= 0;
        end
    end
    assign db = counter == '1; 
    reg r1,r2,r3;
    always @(posedge clk) begin
        r1 <= db;
        r2 <= r1;
        r3 <= r2;
    end
    assign o = ~r3 & r2;
endmodule
module clockDiv #(parameter PWR_2 = 17)(
    input clk,
    output [PWR_2-1:0]sclks
);
    reg [PWR_2-1:0] r;
    assign sclks = r;
    always @(posedge clk) begin
        r <= r + 1;
    end
endmodule
module lock #(parameter CODE_SIZE=8)(
    input clk,
    input b0, b1, enter, reset,
    input [CODE_SIZE-1:0] code, 
    output out,
    output [CODE_SIZE-1:0] currentOut
);
    reg [CODE_SIZE-1:0] current;
    reg locked;
    assign currentOut = current;
    assign out = locked;
    always @(posedge clk) begin
        if (reset) begin
            locked <= 1;
            current <= 0;
        end
        else if (enter) begin
            locked <= code != current;
            current <= 0;
        end
        else if (b0) begin
            current <= current << 1;
        end
        else if (b1) begin
            current <= (current << 1) + 1;
        end
    end
endmodule
module lock_tmod (
    input CLK,
    input TR10, TR9, TR8, TR7,
    output D0, D1, D2, D3, D4,
    output BR10, BR9, BR8, BR7, BR6, BR5, BR4, BR3, TR5, TR4
);
    wire [16:0] sclks;
    clockDiv #(.PWR_2(17)) c_mod(.clk(CLK), .sclks(sclks));
    wire sclk = sclks[16];
    reg [9:0] code = 10'b1000000110;
    assign D0 = 0;
    assign D1 = 0;
    assign D2 = 0;
    assign D3 = 0;
    wire locked;
    assign D4 = locked;
    wire [9:0] current;
    assign {BR10, BR9, BR8, BR7, BR6, BR5, BR4, BR3, TR5, TR4} = current;
    wire b0, b1, b2, b3;
    buttonPulse d0_mod(.clk(CLK), .sclk(sclk), .i(TR10), .o(b0));
    buttonPulse d1_mod(.clk(CLK), .sclk(sclk), .i(TR9),  .o(b1));
    buttonPulse d2_mod(.clk(CLK), .sclk(sclk), .i(TR8),  .o(b2));
    lock #(10) l(.clk(CLK), .b0(b0), .b1(b1), .enter(b2), .reset(TR7), .code(code), .out(locked), .currentOut(current));
endmodule
==> Changelog: implementation <==
### Metrics

- Via total after detailed routing: 1,016
- Comb pwr share: 1.2%
- Filler cells: 513
- Post-CTS Setup Inserts: 0
- Latest clock arrival within the worst-skew pair: 0.28 ns
- Slowest Stage Delay on Critical Path: 0.48 ns
- First-pass GRT wire length: 4153 um
- Hold path start: d2_mod.r1
- Die width: 76.65 um
- Grt ovf: 0
- Leading area contributor after synthesis: dfxtp_1
- Unique cell types: 27
- Post-synth EDFFs: 0
- Number of global-route vias before repair: 959
- Avg Cell Area, Syn: 11.07 um^2
- Hold-critical path depth: 0
- Crit path DAT: 1.16 ns
- CP bufs+invs: 1
- Die height: 76.65 um
- YS chip area: 1672 um^2
- Pre-antenna DRT Iters: 4
- Core area: 5238 um^2
- GRT Util Overall: 8.797%
- CTS clk-pin slew, worst paths: 0.07 ns
- # Cells Yosys: 151
- WS Path Type: reg -> out
- Avg WL per Cell: 9.079 um
- Met2 usage: 13.06%
- Worst R2R Setup Slack: 1.63 ns
- Count leader, synth: dfxtp_1
- PnR worst setup slack: 1.324 ns
- Busiest grt layer: met1
- RSZ-0062 raised after global routing: false
- Mapped cell area: 1672 um^2
- Switching share of power: 18.22%
- Cell count along the critical path: 1
- 1st-iter DRT viols: 23
- Period minus WS final: 1.776 ns
- Crit. End Element: primary output
- Met3 Track Usage GR: 2.311%
- Hold Vio Cnt, Final: 0
- Post-DP HPWL: 1605 um
- Ys flops: 46
- VDD IR-drop max: 0.1648 mV
- Power Dens Cells: 453.0 nW/um^2
- Worst-path maximum fanout: 4
- Final WL: 2197 um
- Crit-path cells: clkdlybuf4s50_1
- Endpoint, Worst Hold: d2_mod.r2
- Period utilization: 57.31%
- Worst EP required: 2.48 ns
- Cells after synthesis: 151
- Antenna Cells: 0
- Ports: 20
- Floorplan Utilization: 31.92%
- CTS tree: built
- Post-route ant nets: 0
- Crit Reg-Reg Startpoint: c_mod.r[0]
- Fraction of final layout cells sized beyond drive strength 1: 6.977%
- Site Rows: 26
- Clock share of power: 46.5%
- Status: finished, final reports clean
- Final core utilization: 38.32%
- Post-synthesis async set-or-reset flop share: 0%
- Top cells by area: dfxtp_1 (55%), xnor2_1 (6.8%), mux2i_1 (6.6%), ha_1 (5.2%), nor2b_1 (3.0%)
- Area leader share: 55.09%
- Synth Seq Share: 55.09%
- CTS Buf Count: 5
- H-tree levels: 2
- Post-synth top cells: dfxtp_1 (46), xnor2_1 (13), mux2i_1 (11)
- Via density per instance: 4.198
- DR DRC count: 0
- Largest net degree at the start of global routing: 13
- P_int: 0.0007435 W
- Clock Path Buffers: 2
- Slowest CP cell: clkdlybuf4s50_1
- GP Congestion: 0.7265
- Final setup vio count: 0
- Reg2Reg Depth: 5
- Critical path's top delay family: buffers and inverters
- Max Freq: 562.9 MHz
- Max Cap Viol: 0
- Cts hold-fix bufs: 0
- Ys Warns: 4
- Stage-log warning count: 25
- Setup_tns: 0 ns
- Endpoints left unconstrained: 12
- Prevailing post-synth register cell: dfxtp_1
- CTS Root Cell: clkbuf_8
- Leak: 0.7758 nW
- Met1 usage: 13.24%
- R2r endpoint: c_mod.r[16]
- Switch Pwr: 0.0001656 W
- Die area: 5874 um^2
- Area grow syn2layout: 20.06%
- Worst hold path class: reg -> reg
- Register pins left without a clock: 9
- Initial antenna violation count: 0
- Final Slew Violations: 0
- Critical path startpoint category: flip-flop
- Sequential power share: 52.3%
- Pre-CTS setup slack: 1.399 ns
- Port Buffers: 15
- Post-CTS Resized: 0
- Clk_skew: 0.006475 ns
## cell families (layout without fill, tap and decap cells)
kind of cell             Yosys count  after routing  share of synthesized area, %
buffers and inverters             10             28                         3.144
other                              1              4                        0.2243
AND/OR/NAND/NOR                   48             48                         16.92
adder cells (fa/ha/maj)            7              7                         5.239
XOR/XNOR                          18             18                         9.431
flip-flops                        46             46                         55.09
multiplexers                      11             11                         6.587
AND-OR/OR-AND                     10             10                         3.369
## power groups by stage
stage	Combinational, W	Clock (W)	Sequential, W
final	0.0000110	0.000423	0.000475
after global routing	0.0000126	0.000462	0.000475
after CTS	0.0000112	0.000438	0.000475
## state kept, by name (all words and copies together) (netlist names), 3 cells and up
register	count
c_mod.r	17
d1_mod.counter	3
d0_mod.counter	3
l.current	10
d2_mod.counter	3
## metrics by stage
stage               hold WS [ns]  std cells  power (W)  area [um^2]
floorplan                 0.3096        154  0.0004946         1683
global placement          0.3116        234  0.0004975         1887
detailed placement        0.3121        234  0.0004974         1887
CTS                       0.3305        242  0.0009244         2007
global route              0.3446        242  0.0009496         2007
finish                    0.3295        242  0.0009092         2007
## per-layer routing
layer | vias up | part of all wire [%]
met5 | - | 0
met4 | 0 | 2.9
met3 | 5 | 4.6
met2 | 22 | 40
met1 | 443 | 53
li1 | 546 | -
## layout make-up
cell class / count / area, um^2 / area share (%)
sequential: 46 / 920.9 / 45.89
multi-input combinational: 98 / 709.4 / 35.35
timing repair buffer: 15 / 150.1 / 7.481
tap: 70 / 87.58 / 4.364
clock buffer: 6 / 82.58 / 4.115
clock inverter: 2 / 37.54 / 1.870
inverter: 5 / 18.77 / 0.9352
## worst max-delay path by stage
stage	start	endpoint
4_1_cts	l.current[4]	BR5
5_1_grt	l.current[7]	BR8
6_report	l.current[4]	BR5
## cells in the final DEF (no fill, tap or decap), types with 3 or more instances in the layout
master	instances
and2_1	3
xnor2_1	13
nand3_1	6
a21oi_1	4
nand2_1	6
nor4_1	3
clkbuf_8	6
xor2_1	5
clkdlybuf4s50_1	15
conb_1	4
inv_1	5
o21ai_0	4
dfxtp_1	46
ha_1	7
mux2i_1	11
nor2_1	10
nor2b_1	8
Power and IR drop assume default switching activity.
